==> design/flow/design.v <==
module Ram(
    input Clk, 
    input ReadSignal,
    input WriteSignal,
    input [31:0] DataIn,
    input [8:0] AddressIn,
    output reg [31:0] DataOut
);
reg [31:0] RamBlock [0:511];
always @(posedge Clk) begin
    if (WriteSignal==1)
        RamBlock[AddressIn] <= DataIn;
    else if (ReadSignal==1)
        DataOut <= RamBlock[AddressIn];
end
endmodule
==> design/flow/run.sh <==
#!/bin/bash
# OpenROAD 26Q1-2900-gdf79404cd8, Yosys 0.63+post, stock flow scripts
make -C /OpenROAD-flow-scripts/flow DESIGN_CONFIG=/design/flow/config.mk WORK_HOME=/design/flow/orfs finish
==> design/flow/config.mk <==
export PLATFORM = sky130hd
export DESIGN_NAME = Ram
export DESIGN_NICKNAME = Ram
export VERILOG_FILES = /design/flow/design.v
export SDC_FILE = /design/flow/constraint.sdc
export NUM_CORES = 4
export LEC_CHECK = 1
export CORE_UTILIZATION = 40
export SYNTH_MEMORY_MAX_BITS = 65536
==> design/flow/constraint.sdc <==
current_design Ram

set clk_period 115.4
set clk_io_pct 0.2

create_clock -name clk0 -period $clk_period [get_ports {Clk}]

set non_clock_inputs [all_inputs -no_clocks]
set_input_delay [expr $clk_period * $clk_io_pct] -clock clk0 $non_clock_inputs
set_output_delay [expr $clk_period * $clk_io_pct] -clock clk0 [all_outputs]
==> results.ini <==
[placed_design]
detail_placement_hpwl_mm=1280
place.detailed.instances=49100
place.port_buffers=75
gp_congestion=0.979

[global_route]
grt_use_total_pct=29.0
grt_remaining_overflow=0
wire_length_of_the_first_global_routing_pass_mm=2790
antenna_found_initial=243
maximum_number_of_pins_on_one_net_before_global_route_repair=149
grt_pass1_vias=339000

[synthesis]
synth_cell_count_leaders=edfxtp_1 (16,400), mux4_2 (3,287), mux2i_1 (1,724)
synth_area_leader_cell=edfxtp_1
netlist-cell-type-count=69
yosys.area.top_type_share_pct=79.0
netlist_area_um2=624000
synth-main-ff-cell=edfxtp_1
post_synth.cell_area_avg_um2=22.3
ys_cells=28000
synth_flop_count=16400
yosysMostFrequentCell=edfxtp_1
synth_seq_share_pct=79.0
ys_chip_area_um2=624000
postSynthCellCount=28000
synth-edff-count=16400
ys_top_cells_by_area=edfxtp_1 (79%), mux4_2 (12%), mux2i_1 (2.8%), a22oi_1 (0.93%), o22ai_1 (0.53%)
ys.warnings.count=1
synthArstFlopShare_pct=0

[worst_setup_path]
arrival_ns=31.73
startpoint_type=input port
worst_ep_required_time_ns=116.49
crit-reg2reg-launch=RamBlock[504][28]$_DFFE_PP_
critPathMaxFanout=80
critical_path_class=input port to register
crit-reg2reg-capture=DataOut[28]$_DFFE_PP_
worstRegToRegCells=9
worstSetupEndpointType=register
regToRegSetupSlack_ns=109.68

[floorplan]
top_level_ports=76
fp-row-count=458
initCoreUtil_pct=40.1
die_w_mm=1.25
area_of_the_core_um2=1560000
die_height_mm=1.25
chipArea_um2=1570000

[detailed_routing]
vias_per_std_cell=5.93
first_iter_violations=23900
drc=0
average_wire_length_per_cell_after_detail_routing_um=38.9
routed_via_count=315000
drtPass1Iterations=14
detail-route-antenna-nets=2
routed_wirelength_mm=2070

[final_timing]
timing.final.max_slew_violations=25
holdWs_ns=0.995
timing.final.crit_period_ns=30.63
finalHoldViolCount=0
setup_viol=0
grt_setup_unrepaired=false
final_min_period_over_clock_period_pct=26.5
setup_total_negative_slack_ns=0
clock.fmax_mhz=32.6
slew-limit-headroom_pct=-14.9
finalClockSkew_ns=0.180
worst_pin_slew_ns=1.71

[power_and_ir_drop]
peakVddDrop_mv=0.0171
power_density_nw_per_um2=17.2
leakage_nw=223

[clocking]
cts.root.buffer_cell=clkbuf_16
clock_insertion_delay_worst_skew_ns=1.44
deepest_level_of_the_cts_h_tree=7
numClockSinks=16400
ctsResizeCount=0
numCtsBuffers=1682
cts_hold_buffers=0
clk_transition_reported_paths_ns=0.06
cts_tree=yes
cts_setup_buffers=0
clock_tree.buffer_depth=6

[job]
log.warning_count=48
max_cap_viol_count=7

[worst_hold_path]
worstHoldStart=RamBlock[90][30]$_DFFE_PP_
worstHoldPathCells=5
hold_class=register to register
worstHoldEndpoint=DataOut[30]$_DFFE_PP_

[layout]
fin_cells=53100
postLayoutCoreUtil_pct=46.1
fraction_of_final_layout_cells_sized_beyond_drive_strength_1_pct=26.8
areaGrowthSynthToFinish_pct=14.9

[run_status]
run_status=complete, but fails checks
failing_checks=antenna violations, max-capacitance violations, max-slew violations

==> metrics by stage <==
stage                     worst slack, ns  power, mW  area (um^2)
after global routing                84.30       12.6       716000
after CTS                           84.80       12.4       714000
after detailed placement            83.38       7.27       663000
after floorplan                     88.10       6.96       624000
final                               84.77       12.3       717000
after global placement              82.99       7.26       663000
==> power breakdown <==
| group | internal (mW) | switching (mW) |
|---|---|---|
| Combinational | 0.177 | 0.402 |
| Clock | 2.95 | 2.21 |
| Sequential | 6.57 | 0.00546 |
| Total | 9.69 | 2.62 |
==> state kept, by name (all words and copies together), names as in the netlist <==
signal and flops:
RamBlock 16384, DataOut 32
==> cell families after synthesis <==
| kind of cell | Yosys count | share of synthesized area (%) |
|---|---|---|
| simple gates | 1906 | 1.53 |
| compound gates | 2828 | 3.18 |
| mux | 5144 | 14.9 |
| buf+inv | 1730 | 1.42 |
| flops | 16400 | 79.0 |
==> layer usage <==
metal,up-vias,global-route usage (%),share of wire [%]
li1,125000,-,-
met1,157000,26.8,26
met2,27400,38.9,44
met3,4731,29.0,23
met4,364,15.4,7.0
met5,-,8.78,0.81
==> area by class of cell <==
class | instances | area (um^2)
clock buffers | 2076 | 44100
inverters | 50 | 203
well taps | 20700 | 25900
multi-input cells | 9878 | 127000
fillers | 125000 | 838000
flip-flops and latches | 16400 | 493000
diodes | 1078 | 2700
clock inverters | 857 | 7200
repair buffers | 2088 | 16500
==> placed cells by master, fill, tap and decap left out, types with 25 or more instances in the layout <==
master	Yosys	layout
o221ai_1	26	26
clkbuf_1	650	371
o2111ai_1	49	44
o22ai_1	533	533
a22oi_1	771	771
edfxtp_1	16400	16400
nor2_4	0	530
bufinv_16	0	117
a32oi_1	125	125
clkinv_2	0	268
diode_2	0	1078
clkinv_1	1	392
o211ai_1	49	49
buf_12	0	33
nand2_2	0	39
nand3_1	172	163
clkbuf_16	0	1705
nor4_1	131	107
and4_1	38	38
a211oi_1	50	48
inv_1	48	47
nand4_1	322	322
mux2_2	133	133
buf_4	255	1973
a221oi_1	265	260
nor2b_1	35	25
or4_1	62	62
clkinvlp_4	0	38
mux2i_1	1724	1721
mux4_2	3287	3287
nor3_2	0	32
a21oi_1	376	350
o21ai_0	229	225
buf_8	0	37
a21oi_2	0	26
nand2_1	387	341
a22o_1	106	106
nor2_1	594	56
clkdlybuf4s50_1	0	34
a31oi_1	117	110
==> worst max path at each step <==
| stage | from | endpoint | slack, ns |
|---|---|---|---|
| 6_report | AddressIn[1] | DataOut[11]$_DFFE_PP_ | 84.77 |
| 5_1_grt | AddressIn[1] | DataOut[11]$_DFFE_PP_ | 84.30 |
| 4_1_cts | AddressIn[1] | DataOut[11]$_DFFE_PP_ | 84.80 |
==> critical path: stages <==
cell      delay, ns
buf_16         0.26
buf_12         0.49
buf_4          0.65
buf_4          0.49
buf_4          0.45
buf_4          0.71
buf_4          0.61
buf_4          0.60
buf_4          0.58
mux2i_1        0.28
o22ai_1        0.11
nor4_1         0.72
o221ai_1       0.65
buf_4          0.35
a21oi_1        0.28
o211ai_1       0.33
buf_4          0.29
or4b_1         0.47
Power is estimated from default activity; no workload was simulated.
