<file path="flow/design.v">
module MDR(
	input wire clk,			 
	input wire Clear,			 
	input wire[31:0] BusMuxOut, 
	input wire[31:0] MDataIn,
	input wire MDRead,
	input wire MDRIn,         
	output reg[31:0] Q
);
reg[31:0] InputD;
always @(posedge clk) begin 
InputD = MDRead ? MDataIn : BusMuxOut;
	if (Clear)
		Q <= 31'b0; 	 
	else if (MDRIn)
		Q <= InputD;
end
endmodule  
</file>
<file path="flow/run.sh">
#!/bin/bash
# OpenROAD 26Q1-2900-gdf79404cd8, Yosys 0.63+post, stock flow scripts
make -C /OpenROAD-flow-scripts/flow DESIGN_CONFIG=/design/flow/config.mk WORK_HOME=/design/flow/orfs finish
</file>
<file path="flow/config.mk">
export PLATFORM = sky130hd
export DESIGN_NAME = MDR
export DESIGN_NICKNAME = MDR
export VERILOG_FILES = /design/flow/design.v
export SDC_FILE = /design/flow/constraint.sdc
export NUM_CORES = 4
export LEC_CHECK = 1
export CORE_AREA = 10 10 110 110
export DIE_AREA = 0 0 120 120
</file>
<file path="flow/constraint.sdc">
current_design MDR

set clk_period 1.0
set clk_io_pct 0.2

create_clock -name clk0 -period $clk_period [get_ports {clk}]

set non_clock_inputs [all_inputs -no_clocks]
set_input_delay [expr $clk_period * $clk_io_pct] -clock clk0 $non_clock_inputs
set_output_delay [expr $clk_period * $clk_io_pct] -clock clk0 [all_outputs]
</file>
==> results.cfg <==
; flow metrics
[outcome]
status = finished clean

[floorplanning]
core_sq_um = 9770
fp.dieH_microns = 120
io_pins = 100
dieArea_sq_um = 14400
die_x_microns = 120
num_rows = 36
floorplan.core_util_pct = 14.7

[power_and_ir_drop]
powerDensity_nw_per_um2 = 1220
peakVddDrop_mv = 0.405
p_leak_nw = 1.11

[global_route]
track_usage_pct = 6.28
met3_usage_pct = 3.24
gr-usage-met2_pct = 10.5
grt.overflow.total = 0
grt_pass1_wl_mm = 7.36
met1_usage_pct = 7.31
grt_antenna_before_repair = 0
grt_pass1_vias = 1462
top_usage_layer = met2
grt_max_degree = 41

[final_timing]
slew_violations = 0
finalClockPeriodUsage_pct = 96.6
report.final.setup_viol = 0
fin_skew_ps = 0
fmax_mhz = 1040
fin_tns_setup_ps = 0
slew_headroom_pct = 86.9
layout_min_cycle_time_ps = 966
finalHoldViolations = 0
finalWorstSetupSlack_ps = 33.9
worst-slew-pin-transition_ps = 190

[placement]
place_inst = 368
port_buffers = 99
place.gp.congestion = 0.740
dp_hpwl_mm = 3.79
pre_cts_ws_ps = -122

[cts]
htreeDepth = 2
clk_pin_slew_ps = 60
cts_buffer_depth = 2
clockRootBuffer = clkbuf_8
clock_sinks = 32
cts_buffers = 5
cts_tree = built
worstSkewPairLatency_ps = 270

[setup_path]
required_ps = 800
crit_path_end_kind = primary output
crit_start = Q[10]
cp_slowest_cell = dfxtp_2
cp_slowest_stage_delay_ps = 320
r2r_slack_ps = 280
path_depth = 1
worstPathCellList = clkdlybuf4s15_1
crit_family = flip-flops
crit_path_start_kind = register
critPathArrivalTime_ps = 770
r2r-end = Q[0]
crit_end = Q[10]
ff2ff_path_depth = 3
crit_type = reg -> out
critPathBufInv = 1
reg2reg_from = Q[0]
path_max_fanout = 2

[cells_and_area]
logic_area_sq_um = 681
regArea_sq_um = 681
top_register = Q
top_regs = Q: 32 flops
fill_cells = 1055
largest_register_ffs = 32
final_cells = 380
fin_util_pct = 26.8
syn2layout_area_growth_pct = 81.9
drive_gt1_share_pct = 34.0

[synth]
avgSynthCellArea_sq_um = 10.1
ys_ff = 32
synth_area_sq_um = 1440
ys_cells = 142
ys_seq_share_pct = 44.6
ys_types = 9
synth_warnings = 1
synth_cells = 142
ys_area_sq_um = 1440

[detailed_routing]
drt-initial-drc-count = 31
drc = 0
vias_per_cell = 3.57
finalWirelength_mm = 4.73
vias = 1356
wire_per_inst_microns = 12.5
antenna_cells = 0
drtPass1Iterations = 3
final_antenna_net_count = 0

[run]
maxCapViolations = 0
warnings = 25

[worst_hold_path]
hold_class = in -> reg
## worst min path at each step
stage         depth (start not counted)    to  slack (ps)   from
CTS                                   3  Q[6]         330  MDRIn
global route                          3  Q[6]         350  MDRIn
finish                                3  Q[6]         340  MDRIn
## final cells by class
cell class	instances	share of cell area [%]
timing repair buffer	112	37.9
sequential	32	26.0
multi-input combinational	96	26.0
tap	133	6.36
clock buffer	7	3.68
## cells by family (layout without fill, tap and decap cells)
family / Yosys count / in the layout / synth area share, %
AND/OR/NAND/NOR: 32 / 32 / 8.36
buffers and inverters: 14 / 119 / 8.09
flip-flops: 32 / 32 / 44.6
AND-OR/OR-AND: 32 / 32 / 16.7
multiplexers: 32 / 32 / 22.3
## tightest hold or removal path, cell delays in order
cell,delay [ps]
buf_2,140
buf_12,160
a211oi_1,70
## cells in the final DEF (no fill, tap or decap), drive strengths merged
cell           synthesis  layout
clkdlybuf4s50          0      65
dfxtp                 32      32
mux2i                 32      32
nor2                  32      32
a211oi                32      32
buf                    8      29
clkbuf                 6      23
clkdlybuf4s15          0       2
## layer usage
metal,vias to the layer above,routed length [microns]
li1,726,-
met2,57,2200
met1,571,2060
met5,-,0
met3,2,461
met4,0,10
## what timing repair did
| action | in CTS | in global routing |
|---|---|---|
| gates resized | 112 | 16 |
| buffers inserted | 2 | 3 |
| hold buffers | 0 | 0 |
| setup endpoints to repair | 32 | 17 |
| pin swaps | 0 | 0 |
## metrics by stage
stage               hold slack [ps]  cell area [sq um]  power [mW]
finish                          344               2620        3.19
floorplan                       273               1440        1.69
detailed placement              478               2590        2.22
global route                    352               2620        3.40
CTS                             329               2670        3.30
global placement                473               2590        2.21
## where the power goes
group	switching (mW)	internal (mW)	total, mW
sequential	0.0439	1.39	1.43
combinational	0.227	0.465	0.692
clock	0.451	0.613	1.06
## cell usage after synthesis, drive strengths merged
cell / number / area (sq um)
a211oi: 32 / 240
dfxtp: 32 / 641
mux2i: 32 / 320
nor2: 32 / 120
buf: 8 / 93.8
clkbuf: 6 / 22.5
Power and IR drop assume default switching activity.
